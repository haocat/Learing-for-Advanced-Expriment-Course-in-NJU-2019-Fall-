`./design.v`:
```
`timescale 1ns / 1ps
module bch_encoder(rst,clk,msg,bch_dataout);
    parameter n = 255;
    parameter k=191;
    input rst;
    input clk;
    input [k-1:0]msg;
    wire [n-k-1:0]g=191'b0110110011100111000001111110001001101011011011111001100101110111;
    output reg [n-1:0] bch_dataout;
    reg [n-k-1:0] D_register;
    reg ui;
    integer i,m,t;
    initial
    begin
        D_register=0;
        bch_dataout=0;
        i=k-1;
    end
    always@(posedge clk)
    begin
        if(rst)
        begin 
            D_register<=0;
            bch_dataout<=0;
            i<=k-1;
        end
        else if (i>-1)
        begin
            ui=msg[i];
            for (t=n-k-1;t>0;t=t-1)
            begin
                D_register[t] <= ( (D_register[n-k-1]^ui)&g[t])^D_register[t-1];
            end
            D_register[0] <= D_register[n-k-1]^ui;
            bch_dataout[i+64] <= ui;
            i=i-1;
        end
        else if(i==-1)
             bch_dataout[n-k-1:0]<= D_register[n-k-1:0];
    end    
endmodule
```
`./run.sh`:
```
#!/bin/bash
# OpenROAD 26Q1-2900-gdf79404cd8, Yosys 0.63+post, stock flow scripts
make -C /OpenROAD-flow-scripts/flow DESIGN_CONFIG=/design/flow/config.mk WORK_HOME=/design/flow/orfs finish
```
`./config.mk`:
```
export PLATFORM = sky130hd
export DESIGN_NAME = bch_encoder
export DESIGN_NICKNAME = bch_encoder
export VERILOG_FILES = /design/flow/design.v
export SDC_FILE = /design/flow/constraint.sdc
export NUM_CORES = 4
export LEC_CHECK = 1
export CORE_UTILIZATION = 50
```
`./constraint.sdc`:
```
current_design bch_encoder

set clk_period 18.7
set clk_io_pct 0.2

create_clock -name clk0 -period $clk_period [get_ports {clk}]

set non_clock_inputs [all_inputs -no_clocks]
set_input_delay [expr $clk_period * $clk_io_pct] -clock clk0 $non_clock_inputs
set_output_delay [expr $clk_period * $clk_io_pct] -clock clk0 [all_outputs]
```
==> metrics.yaml <==
status: "complete, no violations"
crit_type: "in -> reg"
postSynthRegisterBits: 351
pre_cts_ws_ps: 10990
yosys_most_used_dff: "sky130_fd_sc_hd__dfxtp_1"
total_power_mw: 1.95
row_count: 72
globalRouteOverflowTotal: 0
setup_total_negative_slack_ps: 0
share_of_the_yosys_chip_area_belonging_to_registers: 0.351
cts_buffer_depth: 3
drt_drc_violations_left: 0
enable_flop_cells: 0
required_ps: 19090
tritoncts: "built"
dieWidth_um: 202
firstDrtPassIters: 7
synth.yosys.num_cells: 2382
cts.clk_slew.worst_paths_ps: 60
highest_signal_layer: "met5"
power.density_cell_area_mw_per_mm2: 75.4
worst_slew_margin_rel: 0.433
simple_gate_area_frac: 0.256
antenna_found_initial: 1
drt_wl_total_um: 74700
fp.coreArea_mm2: 0.0391
initial_core_util: 0.512
report.final.slew_viol_count: 0
root_buffer: "sky130_fd_sc_hd__clkbuf_16"
setup_repair_after_global_routing_missed_its_margin: "false"
area_delta_synth_final_pct: 29.1
fmax_mhz: 139
fin_skew_ps: 16.0
leakagePower_nw: 10.0
cts_repair_resize_count: 0
transition_at_the_pin_with_the_smallest_max_transition_slack_ps: 850
boundaryPins: 448
post-cts-setup-buffer-count: 0
place.detailed.instances: 3168
maxCapViolCount: 0
layout-drive-gt1-share: 0.0689
endpoint_kind: "flop"
final_cells: 3231
worst_setup_path_startpoint: "msg[69]"
syn-mean-instance-area_um2: 8.41
openroad.warnings: 33
hold_viol_final: 0
critPathMaxFanout: 67
synthXorXnorAreaFrac: 0.0491
buffer_ports.inserted: 447
mux_share: 0.166
yosys_area_mm2: 0.0200
ys_warn_count: 1
cts_hold_repair.buffers: 0
grt_pass1_wl_um: 114000
netlist_logic_family_top: "simple AND/OR/NAND/NOR gates"
num_vias: 19500
cts_h_tree_depth: 2
post-dp-hpwl_um: 52600
cts_buffers: 38
fin_crit_ps: 7210
setup_viol: 0
fp.dieH_um: 202
fa_ha_area_frac: 0.00312
critical_path.startpoint_type: "input port"
met2_wirelength_um: 32100
aoi_share: 0.125
clock_insertion_delay_worst_skew_ps: 550
grt_usage: 0.375
post-route-worst-setup-slack_ps: 11490
final_common_cell: "sky130_fd_sc_hd__clkdlybuf4s50_1"
dominant_logic_cell_types_in_the_final_layout: "sky130_fd_sc_hd__clkdlybuf4s50_1 (446), sky130_fd_sc_hd__dfxtp_1 (347), sky130_fd_sc_hd__nor2_1 (263), sky130_fd_sc_hd__nand2_1 (249), sky130_fd_sc_hd__mux2i_1 (217)"
avgViaCountPerCell: 6.04
wire_per_inst_um: 23.1
wl_met3_um: 8830
finalCritPeriodShare: 0.386
reg2reg_from: "i[6]$_SDFFE_PP0P_"
hold_path.class: "reg -> reg"
ir_worst_vdd_uv: 62.7
tritoncts_sinks: 351
wl_met1_um: 32000
library_cells_used_by_synthesis: 86
async_flop_share: 0
grt_pass1_vias: 18200
hp-start: "bch_dataout[249]$_SDFFE_PP0P_"
antenna_cells: 0
routability_congestion_estimate_from_global_placement: 0.982
dieArea_mm2: 0.0409
post_synth_instance_area_mm2: 0.0200
drtAntennaViolNets: 0
violation_count_after_the_first_detailed_route_iteration: 1850
cp_data_arrival_time_ps: 7610
maximum_number_of_pins_on_one_net_before_global_route_repair: 165
netlist_instances: 2382
[power by group]
| group | internal (mW) | switching, mW | leakage (nW) |
|---|---|---|---|
| Clock | 0.447 | 0.320 | 0.623 |
| Sequential | 0.791 | 0.0448 | 2.84 |
| Combinational | 0.161 | 0.187 | 6.57 |
[synthesized netlist by cell type, drive strengths merged, types with 32 or more instances]
cell	n	area, µm²
xnor2	85	744
buf	72	349
a211oi	48	378
nor2	263	987
a31oi	32	200
mux2i	217	2170
dfxtp	351	7030
nand2b	189	1180
nand2	249	935
clkbuf	143	537
mux4	48	1080
nand4	47	315
a21oi	112	561
o21ai	50	250
nor3	38	195
nand3	117	598
[final cells by class]
type                    instances  area, µm²
fillers                      3034      13200
well taps                     518        648
clock inverters                13        148
clock buffers                  50       1110
inverters                      30        113
repair buffers                483       4760
flip-flops and latches        351       7040
multi-input cells            1786      12100
[per-stage QoR]
stage / instance area, µm² / hold WS (ps) / utilization
3_3_place_gp: 24600 / 453 / 0.630
3_5_place_dp: 24600 / 466 / 0.630
5_1_grt: 25900 / 493 / 0.662
2_1_floorplan: 20000 / 430 / -
6_report: 25900 / 473 / 0.662
4_1_cts: 25900 / 476 / 0.662
[flip-flops by register name, summed over array words and instances (netlist names)]
signal and count:
i 32, bch_dataout 255, D_register 64
[kinds of logic (layout without fill, tap and decap cells)]
logic type / after synthesis / in the layout
fa+ha+maj: 5 / 5
mux: 271 / 271
simple gates: 1024 / 1024
flops: 351 / 351
buf+inv: 245 / 576
xor+xnor: 110 / 110
compound gates: 376 / 376
[worst paths after layout]
check,to,slack [ps],cells after the start
worst max-delay path,bch_dataout[164]$_SDFFE_PP0P_,11490,11
worst min-delay path,bch_dataout[249]$_SDFFE_PP0P_,470,2
worst max register to register,bch_dataout[190]$_SDFFE_PP0P_,11980,13
worst min register to register,bch_dataout[249]$_SDFFE_PP0P_,470,2
[per-layer routing]
metal  track usage  up-vias
met4        0.0755        2
met5             0        -
met2         0.535      953
li1              -     9040
met1         0.568     9391
met3         0.130      120
[worst max-delay path: stages]
cell	delay [ps]
sky130_fd_sc_hd__clkdlybuf4s50_1	460
sky130_fd_sc_hd__mux4_2	460
sky130_fd_sc_hd__mux4_2	540
sky130_fd_sc_hd__nor2b_1	160
sky130_fd_sc_hd__a211oi_1	210
sky130_fd_sc_hd__a21oi_1	80
sky130_fd_sc_hd__a22o_1	210
sky130_fd_sc_hd__buf_4	290
sky130_fd_sc_hd__nand2b_4	540
sky130_fd_sc_hd__buf_4	660
sky130_fd_sc_hd__o21ai_0	180
No activity file was given, so power comes from the tool's default toggle rates.
